==> flow/design.v <==
`timescale 1ns / 1ps
module circuit4(
    input  Clk,               
    input  Rst,               
    input  [63:0] a, b, c,    
    output  [31:0] z, x       
);
wire [63:0] d, e, f, g, h, xrin, zrin;
wire dLTe, dEQe;
wire [63:0] greg, hreg;
ADD #(64) add_d(.a(a), .b(b), .sum(d));
ADD #(64) add_e(.a(a), .b(c), .sum(e));
SUB #(64) sub_f(.a(a), .b(b), .diff(f));
COMP #(64) comp(.a(e), .b(d), .gt(), .lt(dLTe), .eq(dEQe));
MUX2x1 #(64) mux_g(.a(e), .b(d), .sel(dLTe), .d(g));
MUX2x1 #(64) mux_h(.a(f), .b(g), .sel(dEQe), .d(h));
REG #(64) reg_greg(.Clk(Clk), .Rst(Rst), .d(g), .q(greg));
REG #(64) reg_hreg(.Clk(Clk), .Rst(Rst), .d(h), .q(hreg));
SHL #(64) shl_xrin(.a(hreg), .sh_amt({5'b0, dLTe}), .d(xrin));
SHR #(64) shr_zrin(.a(greg), .sh_amt({5'b0, dEQe}), .d(zrin));
REG #(32) reg_x(.Clk(Clk), .Rst(Rst), .d(xrin[31:0]), .q(x));
REG #(32) reg_z(.Clk(Clk), .Rst(Rst), .d(zrin[31:0]), .q(z));
endmodule
`timescale 1ns / 1ps
module ADD#(parameter DATAWIDTH = 8)(a, b, sum);
    input [DATAWIDTH-1:0]a;
    input [DATAWIDTH-1:0]b;
    output reg [DATAWIDTH-1:0]sum;
    always @(*)begin
        sum = a + b;
    end
endmodule
`timescale 1ns / 1ps
module COMP #(parameter DATAWIDTH = 2) (a,b,gt,lt,eq);
input wire [DATAWIDTH-1:0] a,b;
output reg gt,lt,eq;
always @(*) begin
    if(a < b) gt <= 1;
    else gt <= 0;
    if (a == b) eq <= 1;
    else eq <= 0;
    if (a > b) lt <= 1;
    else lt <= 0;
end
endmodule
`timescale 1ns / 1ps
module MUX2x1#(parameter DATAWIDTH = 8)(a,b,sel,d);
    input [DATAWIDTH-1:0]a;
    input [DATAWIDTH-1:0]b;
    input sel;
    output reg [DATAWIDTH-1:0]d;
    always @(*)begin
        d = sel ? b : a;
    end
endmodule
`timescale 1ns / 1ps
module REG #(parameter DATAWIDTH = 2) (
    input wire Clk,             
    input wire Rst,             
    input wire [DATAWIDTH-1:0] d,   
    output reg [DATAWIDTH-1:0] q    
);
    always @(posedge Clk or posedge Rst) begin
        if (Rst) begin
            q <= 0;  
        end
        else begin
            q <= d;  
        end
    end
endmodule
`timescale 1ns / 1ps
module SHL #(parameter DATAWIDTH = 2) (a, sh_amt, d);
    input [DATAWIDTH-1:0] a;
    localparam SH_AMT_WIDTH = $clog2(DATAWIDTH);
    input [SH_AMT_WIDTH-1:0] sh_amt;
    output [DATAWIDTH-1:0] d;
    assign d = a << sh_amt;
endmodule
`timescale 1ns / 1ps
module SHR #(parameter DATAWIDTH = 2) (a, sh_amt, d);
    input [DATAWIDTH-1:0] a;
    localparam SH_AMT_WIDTH = $clog2(DATAWIDTH);
    input [SH_AMT_WIDTH-1:0] sh_amt;
    output [DATAWIDTH-1:0] d;
    assign d = a >> sh_amt;
endmodule
`timescale 1ns / 1ps
module SUB #(parameter DATAWIDTH = 2) (a,b,diff);
input wire [DATAWIDTH-1:0] a,b;
output wire [DATAWIDTH-1:0] diff;
assign diff = a - b;
endmodule
==> flow/run.sh <==
#!/bin/bash
# OpenROAD 26Q1-2900-gdf79404cd8, Yosys 0.63+post, stock flow scripts
make -C /OpenROAD-flow-scripts/flow DESIGN_CONFIG=/design/flow/config.mk WORK_HOME=/design/flow/orfs finish
==> flow/config.mk <==
export PLATFORM = sky130hd
export DESIGN_NAME = circuit4
export DESIGN_NICKNAME = circuit4
export VERILOG_FILES = /design/flow/design.v
export SDC_FILE = /design/flow/constraint.sdc
export NUM_CORES = 4
export LEC_CHECK = 1
export CORE_UTILIZATION = 30
==> flow/constraint.sdc <==
current_design circuit4

set clk_period 1.0
set clk_io_pct 0.2

create_clock -name clk0 -period $clk_period [get_ports {Clk}]

set non_clock_inputs [all_inputs -no_clocks]
set_input_delay [expr $clk_period * $clk_io_pct] -clock clk0 $non_clock_inputs
set_output_delay [expr $clk_period * $clk_io_pct] -clock clk0 [all_outputs]
==> impl_metrics.json <==
{
  "tightest_slew_ns": 0.5224,
  "syn-cell-area_mm2": 0.01525,
  "wirelength_um": 65730,
  "slew_violations": 0,
  "rsz0062_at_grt": "true",
  "reg2reg_depth": 1,
  "pwr-share-seq_pct": 21.6,
  "ios": 258,
  "p_switching_mw": 14.80,
  "ys_cells": 1905,
  "grt_usage_pct": 24.83,
  "tns_ns": -501.53,
  "layout-drive-gt1-share_pct": 46.61,
  "flop_cell": "dfrtp_1",
  "h-tree-depth": 4,
  "whs_endpoint": "reg_greg.q[0]",
  "violations": "setup timing",
  "fp.dieH_um": 227.5,
  "comb_power_share_pct": 61.2,
  "finalClockPeriodUsage_pct": 498.1,
  "hold_ws_ns": 0.2696,
  "routedWlPerCell_um": 18.16,
  "peakVddDrop_mv": 1.009,
  "crit_path_max_fanout": 5,
  "ys_area_mm2": 0.01525,
  "fillers": 4205,
  "path_clk_slew_ns": 0.05,
  "hold_viol": 0,
  "arrival_ns": 5.30,
  "ant_nets": 0,
  "synth.cellmix.compoundShare_pct": 26.23,
  "xor_area_share_pct": 8.443,
  "cts_tree": "done",
  "power.internal_mw": 25.45,
  "dieWidth_um": 227.5,
  "synthSimpleGateAreaFrac_pct": 17.78,
  "openroad.warnings": 59,
  "grt_first_pass_wirelength_um": 96860,
  "clock_skew_ns": 0.009786,
  "cts_root_buffer": "clkbuf_16",
  "p_clk_share_pct": 17.2,
  "async_reset_ff_share_pct": 100.0,
  "mostFrequentLayoutCell": "buf_4",
  "area_leaders": "dfrtp_1 21%, ha_1 18%, a21oi_1 6.2%",
  "drc": 0,
  "adder_share_pct": 18.53,
  "portBuffers": 257,
  "synth_cell_types": 83,
  "top_cell_area_share_pct": 21.17,
  "mostFrequentLayoutCells": "746 x buf_4, 164 x ha_1, 160 x a21oi_1, 129 x dfrtp_1, 114 x nand2_1",
  "ys_seq_share_pct": 21.17,
  "fp_util_pct": 30.39,
  "total_power_mw": 40.25,
  "ys_sh_mux_pct": 3.364,
  "whs_path_depth": 5,
  "core_area_mm2": 0.05017,
  "r2r-start": "reg_hreg.q[7]",
  "register_area_mm2": 0.003228,
  "worstSetupPathType": "in2reg",
  "min_from": "c[0]",
  "clock.latency.late_pin_ns": 0.45,
  "numClockSinks": 129,
  "dieArea_mm2": 0.05173,
  "fmax_mhz": 200.8,
  "clk_path_buf_depth": 3,
  "min_path_type": "in2reg",
  "end_kind": "register",
  "numCtsBuffers": 25,
  "gr-total-overflow": 0,
  "yosysTopAreaCell": "dfrtp_1",
  "setup_viol": 193,
  "r2r-end": "reg_x.q[8]",
  "grt_max_degree": 28,
  "numSynthFlops": 129,
  "viasPerCell": 4.988,
  "setup_slack_ns": -3.981,
  "antenna_found_initial": 8,
  "edf_count": 0,
  "holdBufCountCts": 0,
  "required_ns": 1.32,
  "synthTopLogicFamily": "AND-OR/OR-AND gates",
  "drt-initial-drc-count": 929,
  "yosysWarnings": 5,
  "vias": 18050,
  "drv_cap": 0,
  "reg2reg_slack_ns": 0.19,
  "cp-start-kind": "input port",
  "p_leak_nw": 13.77,
  "combGateArea_mm2": 0.01382,
  "area_delta_synth_final_pct": 84.42,
  "place.gp.congestion": 0.9814,
  "post_synth.cell_area_avg_um2": 8.004,
  "dr.pass1.iters": 5,
  "slew_headroom_pct": 64.91,
  "swShare_pct": 36.77,
  "dp_hpwl_um": 51470,
  "grt_pass1_vias": 17980,
  "synth_cells": 1905,
  "powerDensity_mw_per_mm2": 1431,
  "rows": 82,
  "status": "complete, but fails checks",
  "min_period_ns": 4.981
}
kinds of logic after synthesis:
logic type / after synthesis
buf+inv: 178
compound gates: 612
fa+ha+maj: 224
xor+xnor: 147
mux: 47
flops: 129
simple gates: 568
registers in the layout, indices dropped and copies added, names as in the netlist:
register and cells:
reg_z.q 32, reg_greg.q 33, reg_hreg.q 32, reg_x.q 32
metal layers:
metal,up-vias,track usage (%),routed length [um]
met5,-,0,87
met4,14,6.062,1820
met3,89,3.215,2927
met2,417,41.12,31080
met1,8536,34.48,29810
li1,8996,-,-
power groups by stage:
stage | sequential (mW) | clock, mW | combinational, mW
CTS | 8.33 | 6.99 | 23.4
global route | 8.90 | 7.27 | 26.7
finish | 8.70 | 6.91 | 24.6
final cells by class:
cell class                 count  share of cell area [%]
multi-input combinational   1598                   49.14
antenna                        1                0.008899
inverter                     103                   1.410
clock buffer                  30                   2.434
tap                          672                   2.990
sequential                   129                   11.48
timing repair buffer        1084                   32.50
clock inverter                 2                 0.03560
how the worst max path moves through the flow:
| stage | from | end | slack (ns) | depth (start not counted) |
|---|---|---|---|---|
| after CTS | a[18] | reg_hreg.q[19] | -3.95 | 31 |
| after global routing | c[9] | reg_x.q[8] | -4.18 | 24 |
| final | b[16] | reg_x.q[8] | -3.98 | 27 |
stage by stage:
step,area [um^2],setup WS (ns),cells,utilization (%)
final,28120,-3.981,3619,56.05
after global routing,28120,-4.184,3618,56.05
after CTS,27150,-3.946,3607,54.12
after detailed placement,24390,-5.138,3503,48.62
after global placement,24390,-5.042,3503,48.62
after floorplan,15730,-3.357,1905,-
repair_timing:
action | in CTS | in global routing
setup endpoints to repair | 193 | 193
cloned | 18 | 6
buffers inserted | 67 | 18
gates resized | 683 | 277
pin swaps | 138 | 110
cell usage after synthesis, types with 15 or more instances:
library cell,number
a21oi_1,189
nand2_1,229
nand4_1,38
dfrtp_1,129
o21ai_0,122
nor2_1,109
a211oi_1,15
xor2_1,44
clkbuf_1,61
inv_1,101
mux2_2,34
nor3_1,24
nand2b_1,19
ha_1,221
and3_1,18
nand3_1,41
nor2b_1,35
xnor2_1,103
a21o_1,99
o21bai_1,40
critical path, stage by stage:
cell             delay, ns
clkdlybuf4s15_1       0.28
inv_1                 0.07
ha_1                  0.30
nor2b_1               0.06
o21ai_1               0.12
a311o_1               0.20
nand3_2               0.08
a311o_2               0.43
o2111ai_4             0.26
buf_6                 0.15
buf_4                 0.09
buf_4                 0.10
a21oi_2               0.06
or2_1                 0.25
a21oi_1               0.18
xor2_1                0.20
ha_1                  0.27
a21o_1                0.18
a21o_1                0.18
a21oi_2               0.16
o211a_1               0.23
o21ai_4               0.10
a221o_1               0.35
nand2_4               0.18
buf_12                0.14
buf_8                 0.11
mux2_2                0.34
Power is estimated from default activity; no workload was simulated.
